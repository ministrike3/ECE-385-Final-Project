==> flow/design.v <==
module  ball ( input Reset,
               input frame_clk,
		           input [15:0] keycode,
					     input press,downstop,rightstop,upstop,leftstop, startscreen,ported,
               output [9:0]  BallX, BallY
				 );
    logic [9:0] Ball_X_Pos, Ball_Y_Pos;
    logic [9:0] counter=0;
    logic [9:0] vertical_motion=-1;
    logic [9:0] horizontal_motion;
    parameter [9:0] Ball_Top_Left_X=80;
    parameter [9:0] Ball_Top_Left_Y=200;
    parameter [9:0] Ball_X_Min=0;        
    parameter [9:0] Ball_X_Max=639;      
    parameter [9:0] Ball_Y_Min=0;        
    parameter [9:0] Ball_Y_Max=439;      
    parameter [9:0] Ball_X_Step=1;       
    parameter [9:0] Ball_Y_Step=1;       
    always_ff @ (posedge frame_clk )
begin: Move_Upward
				 if(upstop!=1 && keycode == 8'h75 && press == 1'b1&& Ball_Y_Pos != 0 && downstop==1)	 
					begin
						Ball_Y_Pos <= Ball_Y_Pos - 80;
					end
				else if (ported==1)
					begin
					Ball_Y_Pos <= Ball_Top_Left_Y-180;
					Ball_X_Pos <= Ball_Top_Left_X+500;
					end
				else if(leftstop!=1 &&downstop!=1 &&  keycode == 8'h6b && press == 1'b1 ) 
					begin
						Ball_X_Pos <=Ball_X_Pos - 1'b1;
						Ball_Y_Pos <= Ball_Y_Pos + 2;
					end
				else if(leftstop!=1 &&  keycode == 8'h6b && press == 1'b1) 
					begin
						Ball_X_Pos <=Ball_X_Pos - 1'b1;
						Ball_Y_Pos <= Ball_Y_Pos;
					end
				 else if (rightstop!=1 &&downstop!=1 &&  keycode == 8'h74 && press == 1'b1)	 
					begin
						Ball_X_Pos <=Ball_X_Pos + 1'b1;
						Ball_Y_Pos <= Ball_Y_Pos + 2;
					end
					else if (rightstop!=1 &&  keycode == 8'h74 && press == 1'b1)	 
					begin
						Ball_X_Pos <=Ball_X_Pos + 1'b1;
						Ball_Y_Pos <= Ball_Y_Pos;
					end
				 else if (downstop!=1 && keycode == 8'h72 && press == 1'b1 && Ball_Y_Pos != 400 )	 
					begin
						Ball_Y_Pos <= Ball_Y_Pos + 2;
					end
				else if (downstop!=1)
				begin
				Ball_Y_Pos <= Ball_Y_Pos + 2;
				Ball_X_Pos <= Ball_X_Pos;
				end
				else
				begin
				Ball_Y_Pos <= Ball_Y_Pos;
				Ball_X_Pos <= Ball_X_Pos;
				end
end
    assign BallX = Ball_X_Pos;
    assign BallY = Ball_Y_Pos+vertical_motion;
endmodule
==> flow/run.sh <==
#!/bin/bash
# OpenROAD 26Q1-2900-gdf79404cd8, Yosys 0.63+post, stock flow scripts
make -C /OpenROAD-flow-scripts/flow DESIGN_CONFIG=/design/flow/config.mk WORK_HOME=/design/flow/orfs finish
==> flow/config.mk <==
export PLATFORM = sky130hd
export DESIGN_NAME = ball
export DESIGN_NICKNAME = ball
export VERILOG_FILES = /design/flow/design.v
export SDC_FILE = /design/flow/constraint.sdc
export NUM_CORES = 4
export LEC_CHECK = 1
export CORE_UTILIZATION = 30
==> flow/constraint.sdc <==
current_design ball

set clk_period 4.0
set clk_io_pct 0.2

create_clock -name clk0 -period $clk_period [get_ports {frame_clk}]

set non_clock_inputs [all_inputs -no_clocks]
set_input_delay [expr $clk_period * $clk_io_pct] -clock clk0 $non_clock_inputs
set_output_delay [expr $clk_period * $clk_io_pct] -clock clk0 [all_outputs]
==> run notes <==
flow finished, numbers: status=complete, no violations, share of the clock period used by the worst path=78.6%, sw frac=28.5%, Fin Setup TNS=0 ps, HPWL after detailed placement=3.18 mm, post-CTS sizing=0, Final Max Slew Viols=0, GR Util met2=21.5%, Routed wire per std cell=13.8 um, CTS tree=yes, RSZ-0062 raised after global routing=false, Power Internal=0.000394 W, CP peak stage delay=470 ps, Final Hold Violating Endpoints=0, dominant kind of combinational cell=simple AND/OR/NAND/NOR gates, Switch Pwr=0.000157 W, I/O pins=between 40 and 50, vias in the first global route=1554, clk sink count=19, crit path launch=Ball_Y_Pos[1], post-DR vias/cell=approximately 5.5, DR iter-0 viols=108, layout cells sized above 1=about 4.0%, fa+ha+maj area frac=around 5.5%, root buffer selected by CTS=clkbuf_8, CP endpoint kind=primary output, Ys Warns=1, crit-path cells=inv_1 > ha_1 > or3b_1 > nor3_1 > nand2_1 > xnor2_1 > clkdlybuf4s50_1, Site Rows=27, sequential group share of total power=48.7%, Mux area share=approximately 2.2%, met1 usage=between 20% and 30%, first drt pass iteration count=4, die width=roughly 80 um, Arr. time, crit path=approximately 2300 ps, crit path launch type=flop, yosys aoi share=14.6%, Simple Share, Synth=32.1%, total congestion overflow=0, htree depth=1, total of max-cap violations=0, fin area=between 0.002 and 0.0025 mm2, DR vias=1763, Least-Margin Pin Slew=a little over 700 ps, Logic pwr share=25.8%, final WL=about 4.4 mm, CTS Buf Count=3, Port Buffers=~41, Synth Flop Type=edfxtp_1, Final Skew=5.77 ps, r2r setup slk=1650 ps, tool warning count=33, Post-Synth XOR/XNOR Area=7.71%, Max FO, Critical Path=5, sequential area share after synthesis=31.4%, global-route wire length before repair=7.27 mm, Placeable Area=0.00568 mm2, CTS max path bufs=2, Placed Cells=316, WS Path Type=flop to primary output, initial antenna violation count=0, met3 GRT Util=0.928%, DIE AREA=0.00637 mm2, PD cells=approximately 240 mW/mm2, Finish-stage setup viols=0, Post-synth ARST share=0%, Leakage Power=0.813 nW, Yosys Instances=approximately 220, hold buffer count at CTS=0, Worst slew margin=51.6%, HP Class=flop to flop, largest net degree at the start of global routing=22, Clk network pwr share=around a quarter, FP Util=32.0%, Cell Count, Final, Fillers Out=320, ys flops=19, cell area after synthesis=0.00182 mm2, synth unique cells=51, maximum clock frequency=318 MHz, GPL Wtd Cong=0.834, cells after synthesis=218, GRT busiest layer=met1, hold path startpoint=Ball_Y_Pos[1], chip area in the Yosys report=0.00182 mm2, post-CTS setup buffers=0, worst hold slack=between 600 and 700 ps, DRT antenna net count=0, top cells, area=edfxtp_1, ha_1, xnor2_1, area leader, netlist=edfxtp_1, worst r2r src=Ball_Y_Pos[3], flip-flops with a built-in enable=19, Final Critical Period=about 3100 ps, Total GRT Usage=14.5%, Insertion Delay late pin=260 ps, die height=between 70 and 80 um, critical path required time=3200 ps, Clk pin slew, worst setup/hold paths=70 ps, Area leader share=31.4%, final core utilization=40.7%, average size of a mapped cell=8.33 um2, area grow syn2layout=27.1%, antenna diode count=0, Slowest-stage cell, CP=clkdlybuf4s50_1, DRC viols=0, DP Area=around 0.0023 mm2, Worst VDD drop=~100 uV
==> worst paths after layout <==
| kind | end | cells past startpoint |
|---|---|---|
| setup / recovery | BallY[9] | 7 |
| hold reg to reg | Ball_Y_Pos[1] | 1 |
| hold / removal | Ball_Y_Pos[1] | 1 |
| setup reg to reg | Ball_X_Pos[9] | 5 |
==> registers in the layout (all words and copies together) (netlist names) <==
| signal | count |
|---|---|
| Ball_X_Pos | 10 |
| Ball_Y_Pos | 9 |
==> area by class of cell <==
| cell class | instances | area [um2] |
|---|---|---|
| Clock buffer | 3 | 41.3 |
| Clock inverter | 1 | 5.00 |
| Fill cell | 584 | 3370 |
| Inverter | 10 | 37.5 |
| Multi-Input combinational cell | 171 | 1130 |
| Sequential cell | 19 | 571 |
| Tap cell | 72 | 90.1 |
| Timing Repair Buffer | 44 | 433 |
==> cells in the final DEF, fill, tap and decap left out, drive strengths merged, types with 3 or more instances in the layout <==
| cell type | Yosys | routed |
|---|---|---|
| o22ai | 4 | 4 |
| nand2 | 16 | 16 |
| nor2 | 19 | 19 |
| mux2i | 4 | 4 |
| nand2b | 4 | 4 |
| clkdlybuf4s50 | 0 | 41 |
| nor3 | 10 | 10 |
| nor4 | 6 | 6 |
| xnor2 | 10 | 10 |
| and4 | 3 | 3 |
| ha | 8 | 8 |
| or4 | 4 | 4 |
| inv | 10 | 10 |
| a21oi | 6 | 6 |
| clkbuf | 12 | 3 |
| edfxtp | 19 | 19 |
| o211ai | 3 | 3 |
| and3 | 4 | 4 |
| o21ai | 7 | 7 |
| buf | 6 | 3 |
| nand3 | 8 | 8 |
| nor2b | 4 | 4 |
| xor2 | 6 | 6 |
| nand4 | 10 | 10 |
| o31ai | 3 | 3 |
==> metal layers <==
| metal | vias to the layer above | share of wire, % |
|---|---|---|
| met5 | - | 0 |
| met4 | 0 | 0.90 |
| met3 | 4 | 5.6 |
| met2 | 57 | 44 |
| met1 | 824 | 50 |
| li1 | 878 | - |
==> cells in the mapped netlist, types with 4 or more instances <==
master    count
a21oi_1       6
and3_1        4
buf_2         4
clkbuf_1     12
edfxtp_1     19
ha_1          8
inv_1        10
mux2i_1       4
nand2_1      16
nand2b_1      4
nand3_1       8
nand4_1      10
nor2_1       19
nor2b_1       4
nor3_1       10
nor4_1        6
o21ai_0       4
o22ai_1       4
or4_1         4
xnor2_1      10
xor2_1        6
==> cells by family after synthesis <==
group                      Yosys count
and+or+nand+nor                    104
AOI/OAI and AO/OA                   38
buffers and inverters               28
DFF                                 19
xor gates and xnor gates            16
adders and majority gates            8
muxes                                4
other                                1
==> worst max-delay path: cells and delay by family (launching register included) <==
kind	cells	cell delay (ps)
buffers and inverters	2	600
flip-flops	1	450
XOR/XNOR	1	130
AND/OR/NAND/NOR	3	730
adder cells (fa/ha/maj)	1	180
==> power groups by stage <==
stage	Sequential [W]	Combinational [W]	Clock [W]
final	0.000268	0.000142	0.000140
after global routing	0.000273	0.000159	0.000148
after CTS	0.000268	0.000143	0.000144
==> per-stage QoR <==
stage               total power [W]  worst slack, ps
CTS                        0.000555              818
global route               0.000580              641
finish                     0.000550              857
detailed placement         0.000415              860
floorplan                  0.000339             1300
global placement           0.000414              887
Power figures rest on the tool's default switching activity, not on a simulated workload.
