==> flow/design.v <==
module  color_mapper (
							  			 input [0:5] value,
                       output logic [7:0]  Red, Green, Blue );
always_comb
begin:RGB_Display
if ((value==6'b000001))
begin
Red=8'h00;
Green=8'h00;
Blue=8'h00;
end
else if ((value==6'b000010))
begin
Red=8'h10;
Green=8'h10;
Blue=8'h10;
end
else if ((value==6'b000011))
begin
Red=8'hf8;
Green=8'hf8;
Blue=8'hf8;
end
else if ((value==6'b000100))
begin
Red=8'ha7;
Green=8'ha7;
Blue=8'ha7;
end
else if ((value==6'b000101))
begin
Red=8'hff;
Green=8'hd2;
Blue=8'hb8;
end
else if ((value==6'b000110))
begin
Red=8'hff;
Green=8'hd3;
Blue=8'hba;
end
else if ((value==6'b000111))
begin
Red=8'hff;
Green=8'hff;
Blue=8'hff;
end
else if ((value==6'b001000))
begin
Red=8'hff;
Green=8'ha2;
Blue=8'h3c;
end
else if ((value==6'b001001))
begin
Red=8'hff;
Green=8'hde;
Blue=8'h78;
end
else if ((value==6'b001010))
begin
Red=8'hf0;
Green=8'h00;
Blue=8'h00;
end
else if ((value==6'b001011))
begin
Red=8'hff;
Green=8'h00;
Blue=8'h00;
end
else if ((value==6'b001100))
begin
Red=8'h9a;
Green=8'h9a;
Blue=8'h9a;
end
else if ((value==6'b001101))
begin
Red=8'h43;
Green=8'h13;
Blue=8'h13;
end
else if ((value==6'b001110))
begin
Red=8'hf4;
Green=8'h44;
Blue=8'h18;
end
else if ((value==6'b001111))
begin
Red=8'h5c;
Green=8'h3c;
Blue=8'h25;
end
else if ((value==6'b010000))
begin
Red=8'hff;
Green=8'h72;
Blue=8'h33;
end
else if ((value==6'b010001))
begin
Red=8'hfa;
Green=8'h9a;
Blue=8'h6c;
end
else if ((value==6'b010010))
begin
Red=8'hff;
Green=8'hd3;
Blue=8'hba;
end
else if ((value==6'b010011))
begin
Red=8'h73;
Green=8'h60;
Blue=8'h37;
end
else if ((value==6'b010100))
begin
Red=8'hb3;
Green=8'hc2;
Blue=8'hd4;
end
else if ((value==6'b010101))
begin
Red=8'h00;
Green=8'h3c;
Blue=8'h86;
end
else if ((value==6'b010110))
begin
Red=8'h00;
Green=8'h56;
Blue=8'hd0;
end
else if ((value==6'b010111))
begin
Red=8'h1e;
Green=8'h1e;
Blue=8'h50;
end
else if ((value==6'b011000))
begin
Red=8'h6f;
Green=8'h51;
Blue=8'h44;
end
else if ((value==6'b011001))
begin
Red=8'hca;
Green=8'h67;
Blue=8'h3c;
end
else if ((value==6'b011010))
begin
Red=8'hef;
Green=8'h62;
Blue=8'h25;
end
else if ((value==6'b011011))
begin
Red=8'hfc;
Green=8'h62;
Blue=8'h20;
end
else if ((value==6'b011100))
begin
Red=8'hb3;
Green=8'hc2;
Blue=8'hd4;
end
else if ((value==6'b011101))
begin
Red=8'hb3;
Green=8'hc2;
Blue=8'hd4;
end
else if ((value==6'b011110))
begin
Red=8'h00;
Green=8'h56;
Blue=8'hd0;
end
else if ((value==6'b011111))
begin
Red=8'h1e;
Green=8'h1e;
Blue=8'h50;
end
else if ((value==6'b100000))
begin
Red=8'h5c;
Green=8'h3c;
Blue=8'h25;
end
else if ((value==6'b100001))
begin
Red=8'h7e;
Green=8'h60;
Blue=8'h37;
end
else if ((value==6'b100010))
begin
Red=8'hff;
Green=8'h72;
Blue=8'h33;
end
else if ((value==6'b100011))
begin
Red=8'h63;
Green=8'hd4;
Blue=8'h13;
end
else if ((value==6'b100100))
begin
Red=8'h00;
Green=8'h3e;
Blue=8'h83;
end
else if ((value==6'b100101))
begin
Red=8'h76;
Green=8'h60;
Blue=8'h3c;
end
else if ((value==6'b100110))
begin
Red=8'hc3;
Green=8'h79;
Blue=8'h4e;
end
else if ((value==6'b100111))
begin
Red=8'had;
Green=8'h63;
Blue=8'h38;
end
else if ((value==6'b101000))
begin
Red=8'hb0;
Green=8'h66;
Blue=8'h3b;
end
else if ((value==6'b101001))
begin
Red=8'hb4;
Green=8'h6a;
Blue=8'h3f;
end
else if ((value==6'b101010))
begin
Red=8'h44;
Green=8'h2d;
Blue=8'h1a;
end
else if ((value==6'b101011))
begin
Red=8'h50;
Green=8'h39;
Blue=8'h26;
end
else if ((value==6'b101100))
begin
Red=8'ha3;
Green=8'h29;
Blue=8'h0d;
end
else if ((value==6'b101101))
begin
Red=8'h38;
Green=8'h16;
Blue=8'h16;
end
else if ((value==6'b101110))
begin
Red=8'h39;
Green=8'h19;
Blue=8'h19;
end
else if ((value==6'b101111))
begin
Red=8'hb8;
Green=8'h6e;
Blue=8'h43;
end
else if ((value==6'b110000))
begin
Red=8'hb9;
Green=8'h6f;
Blue=8'h44;
end
else if ((value==6'b110001))
begin
Red=8'hff;
Green=8'hf3;
Blue=8'h0f;
end
else if ((value==6'b110010))
begin
Red=8'hff;
Green=8'h7b;
Blue=8'h0f;
end
else if ((value==6'b110011))
begin
Red=8'h00;
Green=8'hf0;
Blue=8'h00;
end
else if ((value==6'b110100))
begin
Red=8'hff;
Green=8'h0f;
Blue=8'h0f;
end
else if ((value==6'b110101))
begin
Red=8'ha3;
Green=8'h29;
Blue=8'h0d;
end
else if ((value==6'b110110))
begin
Red=8'hcf;
Green=8'h9f;
Blue=8'h87;
end
else if ((value==6'b110111))
begin
Red=8'hcf;
Green=8'ha0;
Blue=8'h87;
end
else
begin
Red=8'h3B ;
Green=8'hB9;
Blue=8'hff;
end
end
endmodule
==> flow/run.sh <==
#!/bin/bash
# OpenROAD 26Q1-2900-gdf79404cd8, Yosys 0.63+post, stock flow scripts
make -C /OpenROAD-flow-scripts/flow DESIGN_CONFIG=/design/flow/config.mk WORK_HOME=/design/flow/orfs finish
==> flow/config.mk <==
export PLATFORM = sky130hd
export DESIGN_NAME = color_mapper
export DESIGN_NICKNAME = color_mapper
export VERILOG_FILES = /design/flow/design.v
export SDC_FILE = /design/flow/constraint.sdc
export NUM_CORES = 4
export LEC_CHECK = 1
export CORE_AREA = 10 10 109 109
export DIE_AREA = 0 0 119 119
==> flow/constraint.sdc <==
current_design color_mapper

set clk_period 5.9
set clk_io_pct 0.2

create_clock -name clk0 -period $clk_period

set non_clock_inputs [all_inputs -no_clocks]
set_input_delay [expr $clk_period * $clk_io_pct] -clock clk0 $non_clock_inputs
set_output_delay [expr $clk_period * $clk_io_pct] -clock clk0 [all_outputs]
==> flow_summary_export.csv <==
group,metric,value,unit
status,status,"complete, no violations",
synthesis,yosysMostFrequentCell,"o21ai_0",
timing,worst_pin_slew,845.5,ps
placement,place_area,2246,µm²
global_route,grt_pass1_wl,12650,µm
synthesis,yosys_area,2034,µm²
global_route,antenna_found_initial,0,
route,viasPerCell,5.826,
cells_and_area,syn_to_final_growth,10.39,%
cells_and_area,drive_gt1_frac,0.08544,
worst_setup_path,crit_arrival,4000,ps
synthesis,top_cell_area_share,0.09348,
cells_and_area,regArea,0,µm²
cells_and_area,final_area,2246,µm²
power_and_ir_drop,irDropWorstVdd,26.33,µV
route,remaining_drc_errors,0,
placement,dp_hpwl,5718,µm
synthesis,ys_top_cells_by_count,"o21ai_0, a21oi_1, buf_2, nand2_1, nor2_1",
timing,finalSetupTns,0,ps
placement,io_buffers,30,
worst_setup_path,crit_start,"value[4]",
synthesis,largest_area_cell,"o21ai_0",
timing,fin_crit_sh,0.8786,
synthesis,syn_area_per_cell,6.318,µm²
synthesis,synth_stat.cells,322,
cells_and_area,seq_cells,0,
timing,finalCriticalPeriod,5184,ps
worst_setup_path,path_class,"primary input to output port",
worst_setup_path,critPathLaunchType,"primary input",
timing,hold_viol,0,
floorplan,die_w,119,µm
route,vias,2616,
synthesis,syn-instance-count,322,
placement,place_inst,449,
route,first_iter_violations,506,
clock_tree,hold_buffers,0,
timing,holdWs,3261,ps
timing,setup_ws,716.1,ps
synthesis,topCellsByArea,"o21ai_0, a21oi_1, buf_6, buf_2, nand2b_1",
timing,slew_viol_final,0,
worst_setup_path,endpoint_kind,"output port",
floorplan,rows,36,
min_path,hold_path_class,"primary input to output port",
synthesis,syn-cell-area,2034,µm²
timing,relSlewSlack,0.4352,
global_route,grt_max_degree,52,
global_route,grt_pass1_vias,2300,
floorplan,initCoreUtil,0.2111,
clock_tree,cts_setup_buffers,0,
floorplan,die_h,119,µm
synthesis,yosys_warnings,1,
floorplan,core,9639,µm²
job,tool_warnings,32,
worst_setup_path,crit_required,4720,ps
route,num_antenna_cells,0,
power_and_ir_drop,power.leakage,0.7214,nW
clock_tree,ctsResizeCount,0,
timing,grt_setup_unrepaired,"no",
timing,setup_viol,0,
min_path,hold_start,"value[1]",
worst_setup_path,cp_max_fo,22,
floorplan,chipArea,14160,µm²
route,ant_nets,0,
route,post_drt_wl_per_cell,17.92,µm
global_route,gr-total-overflow,0,
placement,gp_congestion,1.001,
route,routed_wl,8048,µm
synthesis,post_synth_num_cell_types,63,
floorplan,io_pins,30,
cells_and_area,finalNonFillerCells,449,
job,cap_violations,0,
cells_and_area,n_clock_buffer,0,
timing,clock.fmax,0.1929,GHz
global_route,track_usage,0.1048,
placement,pre_cts_ws,797.3,ps
synthesis,seq_area_frac_synth,0,
route,dr.pass1.iters,5,
power_and_ir_drop,p_per_area,87.39,nW/µm²
==> power breakdown <==
part	total (mW)	switching (mW)	internal [mW]
Combinational	0.196	0.108	0.0887
Clock	0	0	0
Sequential	0	0	0
==> critical path, cell delays in order <==
cell and delay [ps]:
clkdlybuf4s50_1 810, nor2b_1 850, mux2i_1 170, o211a_1 240
o211ai_1 230, clkdlybuf4s50_1 510
==> final cells by class <==
cell class	count	area (µm²)
tap	133	166.4
timing repair buffer	40	355.3
multi-input combinational	272	1709
inverter	4	15.01
fill	1103	7393
==> cell usage in the layout (no fill, tap or decap), drive strengths merged, types with 4 or more instances in the layout <==
cell | netlist | layout
o21ai | 43 | 43
a21oi | 33 | 33
clkdlybuf4s50 | 0 | 26
nand2 | 23 | 23
nor2 | 21 | 21
nand2b | 16 | 16
nor2b | 14 | 14
buf | 41 | 13
nor3 | 9 | 9
o22ai | 8 | 8
a211oi | 8 | 8
a221oi | 7 | 7
a22oi | 6 | 6
o211ai | 6 | 6
nand3 | 5 | 5
a2bb2oi | 5 | 5
a211o | 5 | 5
a22o | 4 | 4
o221ai | 4 | 4
nor4 | 4 | 4
inv | 4 | 4
and2 | 4 | 4
==> kinds of logic after synthesis <==
| family | synth area share |
|---|---|
| AND-OR/OR-AND | 0.5338 |
| XOR/XNOR | 0.01230 |
| buffers and inverters | 0.1599 |
| multiplexers | 0.009840 |
| AND/OR/NAND/NOR | 0.2841 |
==> final timing paths <==
path                  end  slack, ps  depth (start not counted)
setup / recovery  Blue[6]        720                          6
hold / removal     Red[3]       3260                          4
==> routing by layer <==
layer,vias to the layer above,global-route usage,routed length [µm]
li1,1217,-,-
met1,1178,0.1504,3284
met2,202,0.1559,3574
met3,19,0.01966,976
met4,0,0.02901,213
met5,-,0,0
==> stage by stage <==
stage	total power [mW]	util
floorplan	0.1286	-
global placement	0.1950	0.2330
detailed placement	0.1935	0.2330
CTS	0.1946	0.2330
global route	0.2134	0.2330
finish	0.1963	0.2330
Power is estimated from default activity; no workload was simulated.
