### run.sh
#!/bin/bash
# OpenROAD 26Q1-2900-gdf79404cd8, Yosys 0.63+post, stock flow scripts
make -C /OpenROAD-flow-scripts/flow DESIGN_CONFIG=/design/flow/config.mk WORK_HOME=/design/flow/orfs finish
### config.mk
export PLATFORM = sky130hd
export DESIGN_NAME = keyboard
export DESIGN_NICKNAME = keyboard
export VERILOG_FILES = /design/flow/design.v
export SDC_FILE = /design/flow/constraint.sdc
export NUM_CORES = 4
export LEC_CHECK = 1
export CORE_UTILIZATION = 50
### constraint.sdc
current_design keyboard

set clk_period 3.0
set clk_io_pct 0.2

create_clock -name clk0 -period $clk_period [get_ports {Clk}]
create_clock -name clk1 -period $clk_period [get_ports {psClk}]

set non_clock_inputs [all_inputs -no_clocks]
set_input_delay [expr $clk_period * $clk_io_pct] -clock clk0 $non_clock_inputs
set_output_delay [expr $clk_period * $clk_io_pct] -clock clk0 [all_outputs]
### design.v
module keyboard(input logic Clk, psClk, psData, reset,
					 output logic [7:0] keyCode,
					 output logic press);
	logic Q1, Q2, en, enable, shiftout1, shiftout2, Press;
	logic [4:0] Count;
	logic [10:0] Byte_1, Byte_2;
	logic [7:0] Data, Typematic_Keycode;
	logic [9:0] counter;
	always@(posedge Clk or posedge reset)
	begin
		if(reset)
		begin
			counter = 10'b0000000000;
			enable = 1'b1;
		end
		else if (counter == 10'b0111111111)
		begin
			counter = 10'b0000000000;
			enable = 1'b1;
		end
		else
		begin
			counter += 1'b1;
			enable = 1'b0;
		end
	end
	always@(posedge Clk)
	begin
		if(enable==1)
		begin
			if((reset)|| (Count==5'b01011))
				Count <= 5'b00000;
		else if(Q1==0 && Q2==1)
			begin
				Count += 1'b1;
				en = 1'b1;
			end
		end
	end
	always@(posedge Clk)
	begin
		if(Count == 5'd11)
		begin
			if (Byte_2[9:2] == 8'hE0)
			begin
			end
			else if (Byte_2[9:2] == 8'hF0)
			begin
			end
			else if (Byte_1[9:2] == 8'hF0)
			begin
				Data = Byte_2[9:2];
				Press = 1'b0;
				if (Data == Typematic_Keycode)
					Typematic_Keycode = 8'h00;
			end
			else if (Byte_2[9:2] == Typematic_Keycode)
			begin
			end
			else if (Byte_1[9:2] != 8'hF0)
			begin
				Data = Byte_2[9:2];
				Press = 1'b1;
				Typematic_Keycode = Data;
			end
		end
	end
	Dreg Dreg_instance1 ( .*,
								 .Load(enable),
								 .Reset(reset),
								 .D(psClk),
								 .Q(Q1) );
   Dreg Dreg_instance2 ( .*,
								 .Load(enable),
								 .Reset(reset),
								 .D(Q1),
								 .Q(Q2) );
	reg_11 reg_B(
					.Clk(psClk),
					.Reset(reset),
					.Shift_In(psData),
					.Load(1'b0),
					.Shift_En(en),
					.D(11'd0),
					.Shift_Out(shiftout2),
					.Data_Out(Byte_2)
					);
	reg_11 reg_A(
					.Clk(psClk),
					.Reset(reset),
					.Shift_In(shiftout2),
					.Load(1'b0),
					.Shift_En(en),
					.D(11'd0),
					.Shift_Out(shiftout1),
					.Data_Out(Byte_1)
					);
	assign keyCode=Data;
	assign press=Press;
endmodule
module reg_11 (input logic    Clk, Reset, Shift_In, Load, Shift_En,
               input logic [10:0] D,
               output logic    Shift_Out,
               output logic [10:0] Data_Out);
always_ff @ (posedge Clk or posedge Load or posedge Reset)
begin
	if (Reset)
		Data_Out <= 11'h0;
	else if (Load)
		Data_Out <= D;
	else if (Shift_En)
		Data_Out <= {Shift_In,Data_Out[10:1]};
end
assign Shift_Out = Data_Out[0];
endmodule
module Dreg ( input Clk, Load, Reset, D,
				  output logic Q );
always @ (posedge Clk or posedge Reset )
begin
	Q = Q;
	if (Reset)
		Q = 1'b0;
	else if (Load)
		Q = D;
end
endmodule
==> flow_summary.json <==
{
  "status": "finished clean",
  "rsz0062_at_grt": "false",
  "final_area_um2": 2370,
  "power_mw": 1.52,
  "crit_fanout": 9,
  "coreArea_um2": 3740,
  "rr_worst_depth": 5,
  "warnings": 27,
  "grt_usage_pct": 16.8,
  "top_cell_area_share_pct": 40.2,
  "crit_path_end_kind": "flip-flop",
  "synth-seq-cells": 55,
  "gp_congestion": 0.804,
  "postPlaceCellArea_um2": 2180,
  "cts_tree": "done",
  "antenna_found_initial": 0,
  "cts.clk_slew.worst_paths_ns": 0.06,
  "path_class": "flip-flop to flip-flop",
  "combGateArea_um2": 495,
  "die_area_um2": 4250,
  "path_buffers": 0,
  "slowest_delay_ns": 0.57,
  "flop_area_um2": 1490,
  "first_pass_iters": 3,
  "hold_end": "Dreg_instance1.Q$_DFFE_PP0P_",
  "drv_slew": 0,
  "hold_class": "clock port to flip-flop",
  "setup-tns-final_ns": 0,
  "area_leaders": "dfrtp_1 (40%), edfxtp_1 (33%), xnor2_1 (5.7%)",
  "maxCapViolations": 0,
  "grt.overflow.total": 0,
  "hp-start": "psClk",
  "drt_wl_total_um": 2800,
  "syn_avg_cell_area_um2": 15.3,
  "largest_area_cell": "dfrtp_1",
  "slew-limit-headroom_pct": 54.1,
  "yosysCellCount": 130,
  "drtAntennaViolNets": 0,
  "fin_worst_skew_ns": 0.00807,
  "wire_per_inst_um": 13.6,
  "drcViolationCount": 0,
  "fin_util_pct": 63.4,
  "r2r_setup_slack_ns": 1.04,
  "p_per_area_nw_per_um2": 641,
  "slowest_stage": "nor2_1",
  "yosysMostFrequentCell": "dfrtp_1",
  "arrival_ns": 1.87,
  "crit_family": "simple AND/OR/NAND/NOR gates",
  "area_growth_pct": 19.0,
  "worstReg2RegEnd": "Data[7]$_DFFE_PP_",
  "postSynthCellCount": 130,
  "worst-slew-pin-transition_ns": 0.687,
  "synthFlopType": "dfrtp_1",
  "r2r_start": "Count[0]$_SDFFCE_PP0P_",
  "dieWidth_um": 65.2,
  "grt_max_degree": 30,
  "common_cells": "dfrtp_1 (32), edfxtp_1 (22), xnor2_1 (13)",
  "ir_worst_vdd_mv": 0.457,
  "ys_types": 26,
  "hold_buffers": 0,
  "synth_seq_share_pct": 74.6,
  "path_cells": "ha_1 > nand2_1 > nor3_1 > o41ai_1 > nor2_1",
  "io_buffer_count": 11,
  "required_ns": 2.91,
  "drtIter0Drc": 25,
  "grt_pass1_wl_um": 4750,
  "vias": 1025,
  "async_reset_ff_share_pct": 60.0,
  "place_hpwl_um": 1900,
  "synth_chip_area_um2": 1990,
  "dp.cells": 191,
  "cts-resized-gates": 0,
  "chipHeight_um": 65.2,
  "yosysWarnings": 4,
  "syn_area_um2": 1990,
  "crit_path_start_kind": "flip-flop",
  "num_rows": 22,
  "power.leakage_nw": 0.933,
  "setup_viol": 0,
  "avgViaCountPerCell": 4.98,
  "finalHoldViolCount": 0,
  "post_cts_buffers": 0,
  "finalNonFillerCells": 206,
  "drive_gt1_share_pct": 13.9,
  "fp_util_pct": 53.3,
  "grt_pass1_vias": 1026,
  "fillers": 277,
  "edf_count": 22,
  "io_pins": 13,
  "n_antenna_cell": 0,
  "worstHoldPathCells": 3
}
-- logic make-up after synthesis --
group           synth area share (%)
simple gates                    13.1
flops                           74.6
fa+ha+maj                       1.25
buf+inv                        0.565
mux                             1.13
compound gates                  1.44
xor+xnor                        7.90
-- flip-flops by register name (all words and copies together), names as in the netlist --
name / count
Count: 5
Data: 8
Dreg_instance1.Q: 1
Dreg_instance2.Q: 1
Press: 1
Typematic_Keycode: 8
counter: 10
enable: 1
reg_A.Data_Out: 9
reg_B.Data_Out: 11
-- area by class of cell --
cell class	count	area share, %
clock buffer	12	6.54
clock inverter	3	1.63
inverter	3	0.474
multi-input combinational	72	20.9
sequential	55	62.7
tap	48	2.53
timing repair buffer	13	5.27
-- worst max-delay path by stage --
stage	from	endpoint	slack, ns	cells past startpoint
after global routing	Count[0]$_SDFFCE_PP0P_	Data[6]$_DFFE_PP_	0.87	5
final	Count[0]$_SDFFCE_PP0P_	Data[7]$_DFFE_PP_	1.04	5
after CTS	Count[0]$_SDFFCE_PP0P_	Data[5]$_DFFE_PP_	0.99	5
-- worst reg2reg max path, cell delays in order, from the launching register on --
cell and delay (ns):
edfxtp_1 0.37, ha_1 0.21, nand2_1 0.06, nor3_1 0.23, o41ai_1 0.16, nor2_1 0.57
-- through the flow --
| step | hold WS (ns) | setup WS (ns) |
|---|---|---|
| 2_1_floorplan | 0.152 | 1.09 |
| 4_1_cts | 0.0774 | 0.993 |
| 5_1_grt | 0.0665 | 0.868 |
| 3_5_place_dp | 0.152 | 1.01 |
| 6_report | 0.0794 | 1.04 |
| 3_3_place_gp | 0.152 | 1.08 |
-- where the power goes --
| group | leakage (nW) | switching [mW] | internal [mW] |
|---|---|---|---|
| logic | 0.231 | 0.0140 | 0.0115 |
| registers | 0.599 | 0.0168 | 0.803 |
| clock network | 0.103 | 0.250 | 0.426 |
| total | 0.933 | 0.281 | 1.24 |
-- cell usage in the layout, fill, tap and decap left out, types with 2 or more instances in the layout --
cell	netlist	final
xor2_1	5	5
nand4_1	2	2
o21a_1	2	2
nor2b_1	2	2
dfrtp_1	32	32
inv_1	3	3
and3_4	2	2
and2_1	9	9
buf_4	0	2
nand3_1	8	8
mux2_2	2	2
xnor2_1	13	13
clkdlybuf4s50_1	0	11
nor3_1	3	3
nand2_1	3	3
ha_1	2	2
clkbuf_8	0	11
nor2_1	10	10
edfxtp_1	22	22
-- metal layers --
layer	vias up	global-route usage (%)	share of wire (%)
met5	-	0	0
met1	492	30.8	50
met3	2	8.10	6.2
met4	0	3.80	0.79
li1	509	-	-
met2	22	20.3	43
Power figures rest on the tool's default switching activity, not on a simulated workload.
